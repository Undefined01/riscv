==> flow/design.v <==
module I2C_audio_config(
	input clk_i2c,	 
	input reset_n,
	input [3:0] volume,
	output I2C_SCLK,
	inout I2C_SDAT
);
	parameter total_cmd = 9;  
	wire [8:0] vol_cmd = {2'b0, volume, 3'b1};
	reg [3:0] cmd_count;
	reg [6:0] audio_reg [15:0];  
	reg [8:0] audio_cmd [15:0];  
	always @(*) begin	 
		audio_reg[0]= 7'h0f; audio_cmd[0]=9'h0;		 
		audio_reg[1]= 7'h06; audio_cmd[1]=9'h0;		 
		audio_reg[2]= 7'h08; audio_cmd[2]=9'h2;		 
		audio_reg[3]= 7'h02; audio_cmd[3]=vol_cmd;	 
		audio_reg[4]= 7'h03; audio_cmd[4]=vol_cmd;	 
		audio_reg[5]= 7'h07; audio_cmd[5]=9'h1;		 
		audio_reg[6]= 7'h09; audio_cmd[6]=9'h1;		 
		audio_reg[7]= 7'h04; audio_cmd[7]=9'h16;	 
		audio_reg[8]= 7'h05; audio_cmd[8]=9'h06;	 
	end
	reg [23:0] mi2c_data;
	reg mi2c_go;
	wire mi2c_end;
	reg [1:0] mi2c_state;
	wire [2:0] mi2c_ack;
	wire [7:0] audio_addr = {7'b0011010, 1'b0};  
	I2C_controller u0(
		.CLOCK(clk_i2c),		 
		.I2C_SCLK(I2C_SCLK),	 
		.I2C_SDAT(I2C_SDAT),	 
		.I2C_DATA(mi2c_data),	 
		.GO(mi2c_go),			 
		.END(mi2c_end),			 
		.ACK(mi2c_ack),			 
		.RESET_N(reset_n)
	);
	always @ (posedge clk_i2c or negedge reset_n) begin
		if(!reset_n) begin
			cmd_count <= 4'b0;
			mi2c_state <= 4'b0;
			mi2c_go <= 1'b0;
		end
		else begin
			case (mi2c_state)
				2'd0: 		 
					if(cmd_count == 4'b0)
						mi2c_state <= 2'd1;
				2'd1: begin
					mi2c_data <= {audio_addr, audio_reg[cmd_count], audio_cmd[cmd_count]};
					mi2c_go <= 1'b1;
					mi2c_state<= 2'd2;
				end
				2'd2:
					if(mi2c_end) begin
						mi2c_state <= 2'd3;
						mi2c_go <= 1'b0;
					end
				2'd3: begin
					cmd_count <= cmd_count + 4'd1;
					if(cmd_count + 4'd1 < total_cmd)
						mi2c_state <= 2'd1;
					else
						mi2c_state <= 2'd0;
				end
			endcase
		end
	end
endmodule
module I2C_controller (
	input CLOCK,
	output I2C_SCLK,		 
	inout I2C_SDAT,			 
	input [23:0] I2C_DATA,	 
	input GO,				 
	output reg END,			 
	output reg [2:0] ACK,	 
	input RESET_N
);
	reg SDO;
	reg SCLK;
	reg [23:0] SD;
	reg [5:0] SD_COUNTER;
	assign I2C_SCLK = SCLK | ((SD_COUNTER >= 4 && SD_COUNTER <= 30) ? ~CLOCK : 0 );
	assign I2C_SDAT = SDO ? 1'bz : 0;
	reg ACK1, ACK2, ACK3;
	always @(negedge RESET_N or posedge CLOCK )
		if (!RESET_N) SD_COUNTER = 6'b111111;
		else begin
			if (GO == 0)
				SD_COUNTER = 6'b0;
			else if (SD_COUNTER < 6'b111111)
				SD_COUNTER = SD_COUNTER + 1;
		end
	always @(negedge RESET_N or posedge CLOCK ) begin
		if (!RESET_N) begin
			SCLK = 1;
			SDO = 1;
			ACK1 = 0;
			ACK2 = 0;
			ACK3 = 0;
			END = 1;
		end
		else
			case (SD_COUNTER)
				6'd0 : begin
					ACK1=0 ;ACK2=0 ;ACK3=0 ; END=0;
					SDO=1; SCLK=1; ACK=3'b0;
				end
				6'd1 : begin SD=I2C_DATA; SDO=0; end
				6'd2 : SCLK=0;
				6'd3 : SDO=SD[23];
				6'd4 : SDO=SD[22];
				6'd5 : SDO=SD[21];
				6'd6 : SDO=SD[20];
				6'd7 : SDO=SD[19];
				6'd8 : SDO=SD[18];
				6'd9 : SDO=SD[17];
				6'd10 : SDO=SD[16];  
				6'd11 : SDO=1'b1;  
				6'd12 : begin SDO=SD[15]; ACK1=I2C_SDAT; end
				6'd13 : SDO=SD[14];
				6'd14 : SDO=SD[13];
				6'd15 : SDO=SD[12];
				6'd16 : SDO=SD[11];
				6'd17 : SDO=SD[10];
				6'd18 : SDO=SD[9];
				6'd19 : SDO=SD[8];
				6'd20 : SDO=1'b1;  
				6'd21 : begin SDO=SD[7]; ACK2=I2C_SDAT; end
				6'd22 : SDO=SD[6];
				6'd23 : SDO=SD[5];
				6'd24 : SDO=SD[4];
				6'd25 : SDO=SD[3];
				6'd26 : SDO=SD[2];
				6'd27 : SDO=SD[1];
				6'd28 : SDO=SD[0];
				6'd29 : SDO=1'b1; 
				6'd30 : begin SDO=1'b0; SCLK=1'b0; ACK3=I2C_SDAT; end
				6'd31 : begin SCLK=1'b1; ACK={ACK1,ACK2,ACK3}; end
				6'd32 : begin SDO=1'b1; END=1; end
			endcase
		end
endmodule
==> flow/run.sh <==
#!/bin/bash
# OpenROAD 26Q1-2900-gdf79404cd8, Yosys 0.63+post, stock flow scripts
make -C /OpenROAD-flow-scripts/flow DESIGN_CONFIG=/design/flow/config.mk WORK_HOME=/design/flow/orfs finish
==> flow/config.mk <==
export PLATFORM = sky130hd
export DESIGN_NAME = I2C_audio_config
export DESIGN_NICKNAME = I2C_audio_config
export VERILOG_FILES = /design/flow/design.v
export SDC_FILE = /design/flow/constraint.sdc
export NUM_CORES = 4
export LEC_CHECK = 1
export CORE_AREA = 10 10 95 95
export DIE_AREA = 0 0 105 105
==> flow/constraint.sdc <==
current_design I2C_audio_config

set clk_period 1.9
set clk_io_pct 0.2

create_clock -name clk0 -period $clk_period [get_ports {clk_i2c}]

set non_clock_inputs [all_inputs -no_clocks]
set_input_delay [expr $clk_period * $clk_io_pct] -clock clk0 $non_clock_inputs
set_output_delay [expr $clk_period * $clk_io_pct] -clock clk0 [all_outputs]
==> metrics.cfg <==
[final_layout]
fillers = 776
fin_cells = 199
areaGrowthSynthToFinish_pct = 29.0
fin_area_um2 = 1180
drive_gt1_share_pct = 25.2
finalCoreUtilization_pct = 17.1

[pwr]
power.leakage_nw = 0.460
net-switching-power_mw = 0.149
seqPwrFrac_pct = 47.5
internal-power_mw = 0.615
swShare_pct = 19.5
p_per_area_nw_per_um2 = 649
ir_worst_vdd_v = 0.000439
share_comb_of_total_power_pct = 1.4
p_total_mw = 0.765
p_clk_share_pct = 51.2

[floorplanning]
ioPinCount = 8
row_count = 30
fp_util_pct = 13.2
die-area_um2 = 11000
die_h_um = 105
chipWidth_um = 105
coreArea_um2 = 6910

[detailed_routing]
via_per_inst = 3.52
vias = 701
dr.pass1.iters = 4
drt-total-wl_mm = 1.73
drt_iter0_drc = 73
wire_per_inst_um = 8.69
route.detailed.drc = 0
postRouteAntennaNets = 0
num_antenna_cells = 0

[yosys]
async_flop_share_pct = 100
syn_avg_cell_area_um2 = 9.72
ys_seq_share_pct = 47.8
synthTopCellsByArea = dfstp_2, dfrtp_1, ha_1
synth_cells = 94
largest_area_cell = dfstp_2
ff_type = dfstp_2
yosysTopAreaCellShare_pct = 25.9
synth_cell_type_count = 36
synth_area_um2 = 913
yosysChipArea_um2 = 913
synth-edff-count = 0
ys_cells = 94
yosysWarnings = 117
ys_ff = 17

[grt]
grt_pass1_wl_mm = 3.18
antenna_found_initial = 0
grt_max_degree = 18
grt_pass1_vias = 712
overflow = 0
grt_use_total_pct = 3.35

[status]
status = finished clean

[clock_tree]
holdBufCountCts = 0
clkTransAtPathRegs_ns = 0.07
clock_latency_ns = 0.35
cts_tree = done

[sta]
holdWs_ns = 0.347
rsz0062_at_grt = yes
fin_tns_setup_ns = 0
finalHoldViolCount = 0
finalSetupViolCount = 0
setup_slack_ns = 0.0289
final_max_slew_viol_count = 0
finClkSkew_ns = 0.00621

[critical_path]
rrSetupSlack_ns = 0.32
timing.rr.start = u0.SD_COUNTER[1]
cp.arrival_ns = 1.49
critPathLaunchType = clock port
end_kind = output pin
ff2ff_path_depth = 4
crit_fanout = 2
critPathKind = clk -> out
cp_data_required_time_ns = 1.52
r2r-end = u0.SD_COUNTER[1]

[flow_run]
warnings = 35
max_cap_violations = 0

[placed_design]
dpl.hpwl_mm = 1.14
gp_congestion = 0.800
dpl_cell_area_um2 = 1040
numPortBuffers = 2
dp_slack_ns = -0.228
dp.cells = 190

[hold_path]
hold_path.class = in -> async

state kept, by name, summed over array words and instances (netlist names):
register       count
u0.SCLK            1
cmd_count          4
mi2c_state         4
u0.END             1
mi2c_go            1
u0.SD_COUNTER      6
power groups by stage:
stage                 clock, mW  sequential [mW]  combinational (mW)
final                     0.391            0.363              0.0104
after global routing      0.427            0.363              0.0122
after CTS                 0.402            0.363              0.0111
final cells by class:
class                           instances  area, um2  share of cell area [%]
Multi-Input combinational cell         64        462                    39.2
Clock buffer                            7       78.8                    6.69
Sequential cell                        17        437                    37.0
Inverter                                9       33.8                    2.87
Tap cell                               96        120                    10.2
Timing Repair Buffer                    6       47.5                    4.03
cell families after synthesis:
kind of cell | synth area share, %
flip-flops | 47.8
adder cells (fa/ha/maj) | 6.85
XOR/XNOR | 2.88
other | 0.411
AND-OR/OR-AND | 18.2
buffers and inverters | 6.58
AND/OR/NAND/NOR | 17.3
worst max-delay path: stages:
cell and delay (ns):
buf_8 0.10, o41ai_4 0.30, buf_2 0.14
synthesized netlist by cell type, drive strengths merged (3+ instances only):
cell type	number
dfstp	9
inv	9
dfrtp	8
nand2	7
o21ai	7
a31oi	5
ha	5
nand3	5
nor2	4
and3	3
nor2b	3
nor3	3
cells in the final DEF, fill, tap and decap left out, types with 2 or more instances in the layout:
cell,count
nor2_1,3
and3_1,2
nand4_1,2
xnor2_1,2
dfrtp_1,8
o21ai_0,7
nand2_1,7
ha_1,5
nand3_1,4
buf_4,5
dfstp_2,9
nor2b_1,3
nor3_1,2
a31oi_1,5
clkbuf_8,4
inv_1,9
a21oi_1,2
how the worst max path moves through the flow:
stage	startpoint	endpoint	depth (start not counted)
6_report	clk_i2c	I2C_SCLK	3
4_1_cts	u0.SD_COUNTER[4]	I2C_SCLK	3
5_1_grt	clk_i2c	I2C_SCLK	3
per-layer routing:
metal | up-vias | track usage [%] | wire, um
li1 | 351 | - | -
met1 | 324 | 4.52 | 865
met2 | 22 | 4.63 | 680
met3 | 4 | 1.93 | 160
met4 | 0 | 0.490 | 23
met5 | - | 0 | 0
repair_timing:
action / 4_1_cts / 5_1_grt
pin swaps: 1 / 1
setup buffers: 3 / 0
setup endpoints to repair: 1 / 1
resized: 7 / 4
No activity file was given, so power comes from the tool's default toggle rates.
