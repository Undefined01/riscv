### /design/flow/run.sh
#!/bin/bash
# OpenROAD 26Q1-2900-gdf79404cd8, Yosys 0.63+post, stock flow scripts
make -C /OpenROAD-flow-scripts/flow DESIGN_CONFIG=/design/flow/config.mk WORK_HOME=/design/flow/orfs finish
### /design/flow/config.mk
export PLATFORM = sky130hd
export DESIGN_NAME = bid_counter_2bcd
export DESIGN_NICKNAME = bid_counter_2bcd
export VERILOG_FILES = /design/flow/design.v
export SDC_FILE = /design/flow/constraint.sdc
export NUM_CORES = 4
export LEC_CHECK = 1
export CORE_AREA = 10 10 82 82
export DIE_AREA = 0 0 92 92
### /design/flow/constraint.sdc
current_design bid_counter_2bcd

set clk_period 4.3
set clk_io_pct 0.2

create_clock -name clk0 -period $clk_period [get_ports {clk}]

set non_clock_inputs [all_inputs -no_clocks]
set_input_delay [expr $clk_period * $clk_io_pct] -clock clk0 $non_clock_inputs
set_output_delay [expr $clk_period * $clk_io_pct] -clock clk0 [all_outputs]
### /design/flow/design.v
module bid_counter
#(
	parameter bound = 2,
	parameter width = $clog2(bound)
) (
	input clk,
	input reset,
	input ena,
	input set,
	input [width-1:0] set_num,
	input updown,	 
	output reg [width-1:0] num,
	output carry
);
	wire [31:0] w_bound = bound;
	wire [width-1:0] from, to;
	assign {from, to} = updown ? {w_bound[width-1:0], {width{1'b0}}} : {{width{1'b0}}, w_bound[width-1:0]};
	assign carry = ena && (num == to);
	always @ (posedge clk or posedge reset) begin
		if (reset) num = 0;
		else if (set) num = set_num;
		else if (ena) begin
			num = carry ? from : num + (updown ? (-1'b1) : (1'b1));
		end
	end
endmodule
module bid_counter_2bcd
#(
	parameter bcd_bound = 2
)
(
	input clk,
	input reset,
	input ena,
	input set,
	input [7:0] set_num,
	input updown,
	output [7:0] cnt,
	output carry
);
	assign carry = ena && (cnt == (updown ? 0 : bcd_bound));
	wire carry1, carry2;
	wire set1 = set || carry1 || carry;
	wire set2 = set || carry2 || carry;
	wire [3:0] set_num1 = set ? set_num[3:0] : updown ? (carry ? bcd_bound[3:0] : 4'h9) : 4'h0;
	wire [3:0] set_num2 = set ? set_num[7:4] : updown ? (carry ? bcd_bound[7:4] : 4'h9) : 4'h0;
	bid_counter #(9) low (
		clk, reset, ena, set1, set_num1, updown, cnt[3:0], carry1
	);
	bid_counter #(9) high (
		clk, reset, ena && carry1, set2, set_num2, updown, cnt[7:4], carry2
	);
endmodule
==> flow_summary.json <==
{
  "final_common_cell": "clkdlybuf4s50_1",
  "synth_top_area_share": 0.264,
  "setup-violations-final": 0,
  "cts_root_buf": "clkbuf_8",
  "setup.worst_path.class": "input port to primary output",
  "tns_ps": 0,
  "vias_per_cell": 3.91,
  "die_w_um": 92,
  "pre_cts_ws_ps": 628,
  "cts-resized-gates": 0,
  "min_from": "high.num[2]",
  "finClkSkew_ps": 3.85,
  "coreArea_um2": 5070,
  "cp_max_fo": 4,
  "initial_core_util": 0.150,
  "cts_tree": "yes",
  "power.density_nw_per_um2": 303,
  "hold_slack_ps": 553,
  "rows": 26,
  "drive_gt1_frac": 0.117,
  "ys_sh_aoi": 0.250,
  "vias": 676,
  "cts_htree_levels": 1,
  "drv_cap": 0,
  "portBuffers": 21,
  "critPathCaptureType": "primary output",
  "final_area_um2": 1090,
  "grt_use_total": 0.0493,
  "simple_gate_share": 0.214,
  "clock_path_buffers": 2,
  "yosys-stat-area_um2": 759,
  "grt_pass1_vias": 723,
  "antenna_found_initial": 0,
  "fa_ha_area_frac": 0.135,
  "ctsHoldBuffers": 0,
  "dieHeight_um": 92,
  "dp_hpwl_um": 1660,
  "ir_drop_mv": 0.0725,
  "syn_avg_cell_area_um2": 9.49,
  "topCombFamilyByArea": "AND-OR/OR-AND gates",
  "slew_violations": 0,
  "ys.flops": 8,
  "crit_start": "updown",
  "wl_per_cell_um": 12.0,
  "drt_pass1_iterations": 4,
  "leakagePower_nw": 0.434,
  "period_minus_slack_ps": 3640,
  "flop_cell": "dfrtp_1",
  "total_power_mw": 0.329,
  "post-cts-setup-buffers": 0,
  "warnings": 26,
  "antenna_cells": 0,
  "die_area_um2": 8460,
  "final_layout_top_logic_cells": "clkdlybuf4s50_1, inv_1, nand2_1, dfrtp_1, a21oi_1",
  "hold_path.class": "register to register",
  "status": "finished, final reports clean",
  "synth_area_leader_cell": "dfrtp_1",
  "num_io_pins": 22,
  "tightest_slew_ps": 494,
  "syn_area_um2": 759,
  "fmax_mhz": 275,
  "edf_count": 0,
  "mux_share": 0.0132,
  "drt_iter0_markers": 51,
  "crit_required_ps": 3440,
  "synth_cell_type_count": 36,
  "postRouteAntennaNets": 0,
  "synthCells": 80,
  "cts.clk_slew.worst_paths_ps": 50,
  "async_reset_ff_frac": 1.00,
  "r2r-start": "low.num[1]",
  "worst_setup_path_start_kind": "input port",
  "clock_latency_ps": 230,
  "grt_overflow": 0,
  "synth-xor-area-share": 0.0577,
  "cts_buffers": 3,
  "fin_ws_ps": 658,
  "place.gp.congestion": 0.808,
  "ys_warn_count": 1,
  "topCellsByArea": "dfrtp_1, ha_1, fa_1",
  "worst_ep_arrival_time_ps": 2780,
  "synthToLayoutAreaGrowth_pct": 43.0,
  "drc_errors": 0,
  "hold_viol": 0,
  "cts_sinks": 8,
  "yosys_cells": 80,
  "maxSlewHeadroom": 0.670,
  "rsz0062_at_grt": "no",
  "grt_max_degree": 14,
  "period_used_share": 0.847,
  "grt_pass1_wl_um": 3520,
  "place_area_um2": 1040,
  "ys_seq_frac": 0.264,
  "wl_um": 2080
}
==> cells in the mapped netlist, types with 2 or more instances <==
cell      n
ha_1      5
nor2_1    3
inv_1     8
fa_1      2
xnor2_1   4
dfrtp_1   8
a21o_1    3
nand2_1   8
o211ai_1  2
o21a_1    2
nor3b_1   3
a21oi_1   7
nor3_1    2
==> layer usage <==
metal  up-vias  global-route usage  share of wire  wire length (um)
li1        336                   -              -                 -
met1       320              0.0605           0.42               878
met2        18              0.0818           0.49              1030
met3         2              0.0157          0.063               131
met4         0              0.0129          0.020                41
met5         -                   0              0                 0
==> path summary, 6_finish.rpt <==
path                       slack [ps]           to  cells past startpoint
setup / recovery                  660        carry                      6
hold reg to reg                   550  high.num[2]                      1
hold / removal                    550  high.num[2]                      1
max in group asynchronous        3150   low.num[0]                      2
min in group asynchronous         900  high.num[0]                      2
setup reg to reg                 2280   low.num[1]                      7
==> flip-flops by register name (all words and copies together), names as in the netlist <==
name and flops:
high.num 4, low.num 4
==> worst max-delay path, cell delays in order <==
cell             delay [ps]
clkdlybuf4s50_1         430
ha_1                    310
ha_1                    130
nor4b_2                 240
and4_1                  320
clkdlybuf4s50_1         500
==> final cells by class <==
class                   instances  area [um^2]
repair buffers                 22          218
flip-flops and latches          8          200
well taps                      70         87.6
inverters                       8         30.0
clock buffers                   3         41.3
fillers                       572         3990
multi-input cells              62          509
==> power by group <==
group / switching [mW] / leakage [nW] / total, mW / internal (mW)
combinational: 0.0520 / 0.320 / 0.127 / 0.0745
clock: 0.0317 / 0.0216 / 0.0926 / 0.0609
sequential: 0.0218 / 0.0928 / 0.110 / 0.0884
total: 0.106 / 0.434 / 0.329 / 0.224
==> cell families after synthesis <==
| family | count (synthesis) |
|---|---|
| mux | 1 |
| fa+ha+maj | 7 |
| buf+inv | 10 |
| flops | 8 |
| compound gates | 24 |
| xor+xnor | 5 |
| simple gates | 25 |
==> stage by stage <==
step	util	instances
2_1_floorplan	-	80
5_1_grt	0.214	173
3_5_place_dp	0.206	170
3_3_place_gp	0.206	170
4_1_cts	0.214	173
6_report	0.214	173
Power figures rest on the tool's default switching activity, not on a simulated workload.
