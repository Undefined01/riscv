## flow/run.sh

```bash
#!/bin/bash
# OpenROAD 26Q1-2900-gdf79404cd8, Yosys 0.63+post, stock flow scripts
make -C /OpenROAD-flow-scripts/flow DESIGN_CONFIG=/design/flow/config.mk WORK_HOME=/design/flow/orfs finish
```

## flow/config.mk

```make
export PLATFORM = sky130hd
export DESIGN_NAME = vga_ctrl
export DESIGN_NICKNAME = vga_ctrl
export VERILOG_FILES = /design/flow/design.v
export SDC_FILE = /design/flow/constraint.sdc
export NUM_CORES = 4
export LEC_CHECK = 1
export CORE_UTILIZATION = 30
```

## flow/constraint.sdc

```tcl
current_design vga_ctrl

set clk_period 4.1
set clk_io_pct 0.2

create_clock -name clk0 -period $clk_period [get_ports {pclk}]

set non_clock_inputs [all_inputs -no_clocks]
set_input_delay [expr $clk_period * $clk_io_pct] -clock clk0 $non_clock_inputs
set_output_delay [expr $clk_period * $clk_io_pct] -clock clk0 [all_outputs]
```

## flow/design.v

```verilog
module vga_ctrl(
	input pclk,				 
	input reset,			 
	input [23:0] vga_data,	 
	output [9:0] h_addr,	 
	output [9:0] v_addr,
	output hsync,			 
	output vsync,
	output valid,			 
	output [7:0] vga_r,		 
	output [7:0] vga_g,
	output [7:0] vga_b
);
	parameter h_frontporch = 96;
	parameter h_active = 144;
	parameter h_backporch = 784;
	parameter h_total = 800;
	parameter v_frontporch = 2;
	parameter v_active = 35;
	parameter v_backporch = 515;
	parameter v_total = 525;
	reg [9:0] x_cnt;
	reg [9:0] y_cnt;
	always @(posedge reset or posedge pclk)  
		if (reset)
			x_cnt <= 1;
		else if (x_cnt == h_total)
			x_cnt <= 1;
		else
			x_cnt <= x_cnt + 1'b1;
	always @(posedge reset or posedge pclk)   
		if (reset)
			y_cnt <= 1;
		else begin
			if (y_cnt == v_total & x_cnt == h_total)
				y_cnt <= 1;
			else if (x_cnt == h_total)
				y_cnt <= y_cnt + 1'b1;
		end
	assign hsync = (x_cnt > h_frontporch);
	assign vsync = (y_cnt > v_frontporch);
	wire h_valid = (x_cnt > h_active) & (x_cnt <= h_backporch);
	wire v_valid = (y_cnt > v_active) & (y_cnt <= v_backporch);
	assign valid = h_valid & v_valid;
	assign h_addr = h_valid ? (x_cnt - h_active - 1'b1) : {10{1'b0}};
	assign v_addr = v_valid ? (y_cnt - v_active - 1'b1) : {10{1'b0}};
	assign {vga_r, vga_g, vga_b} = vga_data[23:0];
endmodule
```

==> flow_metrics.env <==
# flow metrics
export IMPL_ys_cells=216
export IMPL_worstSetupPathType="register to output port"
export IMPL_grt_setup_unrepaired="false"
export IMPL_cap_violations=0
export IMPL_post_cts_buffers=0
export IMPL_drc=0
export IMPL_syn_inst=216
export IMPL_root_buffer="clkbuf_8"
export IMPL_grtUsageTotal_pct=11.51
export IMPL_firstDrtPassIters=4
export IMPL_chipArea_mm2=0.006307
export IMPL_hold_path_class="register to register"
export IMPL_p_sw_share_pct=18.33
export IMPL_ctsResizeCount=0
export IMPL_power_share_clock_pct=41.8
export IMPL_dpl_cell_area_mm2=0.001874
export IMPL_port_buffer_count=24
export IMPL_worst_slew_pin_slew_ps=760.9
export IMPL_crit_path_top_delay_cell="clkdlybuf4s50_1"
export IMPL_first_iter_violations=68
export IMPL_warning_count=31
export IMPL_yosys_area_mm2=0.001798
export IMPL_synth_cell_types=47
export IMPL_hpwl_um=2452
export IMPL_fmax_mhz=294.6
export IMPL_skew_ps=1.926
export IMPL_avgSynthCellArea_um2=8.324
export IMPL_numCtsBuffers=3
export IMPL_hold_buffers=0
export IMPL_overflow=0
export IMPL_wl_per_cell_um=12.12
export IMPL_vias=1353
export IMPL_cts_path_max_buffers=2
export IMPL_rows=27
export IMPL_r2r_cells=6
export IMPL_async_reset_ff_share_pct=100.0
export IMPL_required_ps=3280
export IMPL_setup_viol=0
export IMPL_yosysWarnings=1
export IMPL_dieWidth_um=79.42
export IMPL_setup_tns_ps=0
export IMPL_cp_cell_sequence="inv_1, ha_1, or3b_4, a2111oi_4, nor3_4, nor3_2, clkdlybuf4s50_1"
export IMPL_post_route_min_period_ps=3395
export IMPL_slew_limit_headroom_pct=49.22
export IMPL_cts_tree="yes"
export IMPL_arrival_ps=2570
export IMPL_ys_seq_share_pct=27.97
export IMPL_pin_count=73
export IMPL_status="finished clean"
export IMPL_htree_levels=1
export IMPL_gp_congestion=0.7975
export IMPL_intPower_mw=0.2835
export IMPL_grt_pass1_wl_um=5782
export IMPL_final_cell_area_mm2=0.001929
export IMPL_fp_dieH_um=79.42
export IMPL_netlist_area_mm2=0.001798
export IMPL_core_region_area_mm2=0.005642
export IMPL_whs_path_depth=1
export IMPL_cellPowerDensity_mw_per_mm2=179.9
export IMPL_max_stage_delay_ps=470
export IMPL_worstSetupEndpointType="output port"
export IMPL_ys_seq_elements=20
export IMPL_finalCritPeriodShare_pct=82.80
export IMPL_antenna_cells=0
export IMPL_drive_above_1_share_pct=7.767
export IMPL_grt_max_degree=21
export IMPL_seqPwrFrac_pct=56.8
export IMPL_wl_um=3369
export IMPL_clock_sinks=20
export IMPL_grt_pass1_vias=1195
export IMPL_clk_pin_slew_ps=70
export IMPL_slew_viol_final=0
export IMPL_detail_route_antenna_nets=0
export IMPL_worstPathMaxFanout=10
export IMPL_p_switching_mw=0.06364
export IMPL_synth_edff_count=0
export IMPL_syn_to_final_growth_pct=7.307
export IMPL_fp_util_pct=31.87
export IMPL_combPwrFrac_pct=1.4
export IMPL_detail_route_vias_per_cell=4.867
export IMPL_hold_violations=0
export IMPL_p_leak_nw=0.7541
export IMPL_ir_worst_vdd_v=0.0001657
export IMPL_startpoint_type="register"
export IMPL_clock_latency_late_pin_ps=250
export IMPL_hold_slack_ps=513.4
export IMPL_antenna_found_initial=0
export IMPL_ff_type="dfrtp_1"
[worst max-delay path, delay by kind of cell (launching register included)]
kind / cells / cell delay, ps
AOI/OAI and AO/OA: 1 / 420
adders and majority gates: 1 / 160
buffers and inverters: 2 / 570
DFF: 1 / 440
and+or+nand+nor: 3 / 730
[flip-flops by register name (all words and copies together) (netlist names)]
register and flops:
y_cnt 10, x_cnt 10
[logic make-up after synthesis]
group / after synthesis / share of synthesized area [%]
AND-OR/OR-AND: 31 / 12.67
XOR/XNOR: 19 / 9.255
adder cells (fa/ha/maj): 9 / 6.263
buffers and inverters: 47 / 16.01
flip-flops: 20 / 27.97
multiplexers: 1 / 0.6263
AND/OR/NAND/NOR: 89 / 27.21
[power by group through the flow]
stage / sequential, mW / combinational, mW / clock (mW)
after CTS: 0.197 / 0.00501 / 0.151
after global routing: 0.197 / 0.00567 / 0.163
final: 0.197 / 0.00471 / 0.145
[final cells by class]
class	instances	area, um2
clock buffers	4	55.05
fillers	580	3712
inverters	9	33.78
multi-input cells	149	1007
flip-flops and latches	20	503.0
well taps	72	90.09
repair buffers	24	240.2
[synthesized netlist by cell type (2+ instances only)]
cell type | number | area share, %
or3_1 | 3 | 1.0
o21ai_0 | 13 | 3.6
a21oi_1 | 6 | 1.7
and3_1 | 3 | 1.0
nand4_1 | 3 | 1.0
o31ai_1 | 2 | 0.83
ha_1 | 9 | 6.3
a22o_1 | 2 | 0.97
nand3_1 | 11 | 3.1
inv_1 | 9 | 1.9
buf_4 | 26 | 11
xnor2_1 | 17 | 8.3
nor2_1 | 24 | 5.0
dfrtp_1 | 18 | 25
buf_2 | 4 | 1.1
nor3_1 | 8 | 2.2
clkbuf_1 | 6 | 1.3
dfstp_2 | 2 | 2.9
nor2b_1 | 4 | 1.4
xor2_1 | 2 | 0.97
and2_1 | 2 | 0.70
nand2b_1 | 4 | 1.4
nand2_1 | 13 | 2.7
nor3b_1 | 2 | 0.83
[worst paths after layout]
kind | start | end | slack, ps
setup / recovery | x_cnt[1] | h_addr[4] | 710
hold / removal | x_cnt[0] | x_cnt[0] | 510
setup reg to reg | x_cnt[1] | y_cnt[0] | 1940
hold reg to reg | x_cnt[0] | x_cnt[0] | 510
max in group asynchronous | reset | x_cnt[1] | 2610
min in group asynchronous | reset | y_cnt[5] | 1010
[stage by stage]
stage	setup slack, ps	power [mW]	utilization (%)	std cells
detailed placement	970.9	0.2060	33.22	274
global route	513.2	0.3660	34.20	278
finish	705.2	0.3472	34.20	278
CTS	679.4	0.3530	34.20	278
global placement	1027	0.2060	33.22	274
floorplan	1598	0.2178	-	216
[layer usage]
metal | up-vias | global-route usage, % | routed length, um
li1 | 689 | - | -
met1 | 642 | 18.43 | 1740
met2 | 20 | 16.72 | 1429
met3 | 2 | 2.436 | 191
met4 | 0 | 1.091 | 8
met5 | - | 0 | 0
[cell usage in the layout, fill, tap and decap left out, types with 2 or more instances in the layout]
cell type,n
a21oi_1,6
a22o_1,2
and2_1,2
and3_1,3
clkbuf_8,4
clkdlybuf4s50_1,24
dfrtp_1,18
dfstp_2,2
ha_1,9
inv_1,9
nand2_1,13
nand2b_1,4
nand3_1,11
nand4_1,3
nor2_1,24
nor2b_1,4
nor3_1,8
nor3b_1,2
o21ai_0,13
o31ai_1,2
or3_1,3
xnor2_1,17
xor2_1,2
Power and IR drop assume default switching activity.
